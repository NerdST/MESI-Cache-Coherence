--- flow/design.v ---
module Arbiter(
	input		logic			clk,
  input		logic			reset,
	input		logic	[3:0]	BusReq,
	output	logic	[3:0]	BusGrant,
	inout		logic			BusBusy
);
  logic [1:0] grant_pointer;
  logic [3:0] grant_reg;
  logic [3:0] grant_next;
  always_comb begin
    grant_next = grant_reg;
    if (|grant_reg) begin
      if ((grant_reg & BusReq) == 4'b0000) begin
        grant_next = 4'b0000;
      end
    end
    if (grant_next == 4'b0000) begin
      for (int i = 0; i < 4; i = i + 1) begin
        if (BusReq[(grant_pointer + i[1:0]) & 2'b11] && grant_next == 4'b0000) begin
          grant_next[(grant_pointer + i[1:0]) & 2'b11] = 1'b1;
        end
      end
    end
  end
  assign BusGrant = grant_reg;
  always_ff @(posedge clk) begin
    if (reset) begin
      grant_pointer <= 2'b00;
      grant_reg <= 4'b0000;
    end else begin
      grant_reg <= grant_next;
      if (grant_reg == 4'b0000 && grant_next != 4'b0000) begin
        for (int i = 0; i < 4; i = i + 1) begin
          if (grant_next[i]) begin
            grant_pointer <= i[1:0] + 2'b01;  
          end
        end
      end
    end
  end
  assign BusBusy = 1'bz;  
endmodule
--- flow/run.sh ---
#!/bin/bash
# OpenROAD 26Q1-2900-gdf79404cd8, Yosys 0.63+post, stock flow scripts
make -C /OpenROAD-flow-scripts/flow DESIGN_CONFIG=/design/flow/config.mk WORK_HOME=/design/flow/orfs finish
--- flow/constraint.sdc ---
current_design Arbiter

set clk_period 7.3
set clk_io_pct 0.2

create_clock -name clk0 -period $clk_period [get_ports {clk}]

set non_clock_inputs [all_inputs -no_clocks]
set_input_delay [expr $clk_period * $clk_io_pct] -clock clk0 $non_clock_inputs
set_output_delay [expr $clk_period * $clk_io_pct] -clock clk0 [all_outputs]
--- flow/config.mk ---
export PLATFORM = sky130hd
export DESIGN_NAME = Arbiter
export DESIGN_NICKNAME = Arbiter
export VERILOG_FILES = /design/flow/design.v
export SDC_FILE = /design/flow/constraint.sdc
export NUM_CORES = 4
export LEC_CHECK = 1
export CORE_AREA = 10 10 74 74
export DIE_AREA = 0 0 84 84
==> impl_metrics.yaml <==
# synthesis and place-and-route metrics
worst_hold_path:
  worst_hold_path.endpoint: "grant_pointer[1]$_SDFFE_PP0P_"
  hold_path.class: "flop to flop"
  hold_path.startpoint: "grant_pointer[1]$_SDFFE_PP0P_"
  hold_path_depth: 3
timing:
  report.final.slew_viol_count: 0
  fin_tns_setup_ns: 0
  report.final.hold_viol_count: 0
  fmax_ghz: 0.259
  rsz0062_at_grt: "false"
  skew_ns: 0.00167
  setup_viol_count_final: 0
  holdWs_ns: 0.769
  fin_crit_ns: 3.87
  worst_slew_pin_slew_ns: 0.524
  setup_ws_ns: 3.43
  period_used_share: 0.530
  slew_headroom: 0.651
placed_design:
  dp.cells: 142
  pre_cts_ws_ns: 3.26
  gp_routability_congestion: 0.978
  hpwl_um: 1700
  io_buffers: 9
grt:
  grt_first_pass_wirelength_um: 3510
  grt_overflow: 0
  antenna_found_initial: 0
  met2_usage: 0.109
  grt.busiest_layer: "met2"
  grt_max_degree: 10
  use_met1: 0.0689
  grt_pass1_vias: 749
  gr-usage-met3: 0.00689
  gr-usage-all-layers: 0.0576
finish:
  largest_reg_flops: 4
  drive_gt1_frac: 0.158
  nFillCells: 446
  final_cells: 145
  combGateArea_um2: 606
  seq_area_um2: 120
  synthToLayoutAreaGrowth_pct: 22.0
floorplanning:
  core_mm2: 0.00397
  io_pins: 11
  die_area_mm2: 0.00706
  rows: 23
  dieHeight_um: 84
  initCoreUtil: 0.192
  die_x_um: 84
worst_setup_path:
  cp_max_fo: 7
  timing.rr.end: "grant_pointer[1]$_SDFFE_PP0P_"
  crit_path_frequent_cell: "a32o_1"
  cp-start-kind: "input port"
  path_buffers: 1
  cp_top_family: "AND-OR/OR-AND gates"
  crit_required_ns: 7.40
  regToRegSetupSlack_ns: 4.61
  r2r_cells: 7
  slowest_delay_ns: 0.49
  crit_path_end_kind: "flop"
  crit_chain: "clkdlybuf4s50_1, a22oi_1, nand3_2, o22a_2, a32o_1, nor4_4, a41oi_2, a32o_1"
  r2r-start: "grant_pointer[0]$_SDFFE_PP0P_"
  critPathArrivalTime_ns: 3.97
  cp_slowest_cell: "clkdlybuf4s50_1"
  path_class: "input port to flop"
cts:
  root_buffer: "clkbuf_8"
  clk_pin_slew_ns: 0.03
  postCtsSetupBuffers: 0
  ctsResizeCount: 0
  clkLatencyLatePin_ns: 0.22
  postCtsHoldBufs: 0
  cts_sinks: 6
  tritoncts: "done"
  clock_path_buffers: 2
  numCtsBuffers: 3
  cts_max_level: 1
yosys:
  syn_inst: 87
  ys_cells: 87
  ys_seq_frac: 0.157
  synth_flops: 6
  yosys-top-cells-count: "nor2_1, dfxtp_1, a21oi_1, nand2_1"
  yosysTopAreaCell: "dfxtp_1"
  yosysMostFrequentCell: "nor2_1"
  yosys_warnings: 2
  async_reset_ff_frac: 0
  ys_types: 44
  top_area_frac: 0.157
  synth-main-ff-cell: "dfxtp_1"
  edf_count: 0
  yosys_area_um2: 763
  syn_avg_cell_area_um2: 8.77
  area_leaders: "dfxtp_1, mux4_2, ha_1, a32o_1, nor2_1"
  netlist_area_um2: 763
power:
  power.leakage_nw: 0.324
  intPower_w: 0.000211
  p_seq_frac: 0.174
  p_comb_frac: 0.705
  swShare: 0.463
  ir_drop_mv: 0.166
  power_frac_clock: 0.121
  p_per_area_mw_per_mm2: 421
  switching_power_w: 0.000182
drt:
  routed_wirelength_um: 2170
  drtIter0Drc: 59
  num_vias: 794
  via_per_inst: 5.48
  dr.pass1.iters: 4
  post_drt_wl_per_cell_um: 14.9
  antenna-diode-count: 0
  drt_drc_violations_left: 0
  ant_nets: 0
status:
  outcome: "complete, no violations"
flow_run:
  maxCapViolCount: 0
  warnings: 28
-- area by class of cell --
cell class,count,area share
Multi-Input combinational cell,74,0.651
Sequential cell,6,0.129
Timing Repair Buffer,9,0.0968
Tap cell,50,0.0672
Clock buffer,3,0.0444
Inverter,3,0.0121
-- logic make-up after synthesis --
group	synth area share
AND/OR/NAND/NOR	0.233
flip-flops	0.157
other	0.00491
AND-OR/OR-AND	0.367
multiplexers	0.123
adder cells (fa/ha/maj)	0.0656
buffers and inverters	0.0492
-- power by group through the flow --
stage                 combinational, W  sequential (W)  clock [W]
after CTS                     0.000274       0.0000687  0.0000483
final                         0.000277       0.0000682  0.0000474
after global routing          0.000300       0.0000716  0.0000501
-- cell usage in the layout (no fill, tap or decap), types with 2 or more instances in the layout --
| cell | instances |
|---|---|
| a21oi_1 | 5 |
| a22o_1 | 2 |
| a22oi_1 | 2 |
| a32o_1 | 4 |
| and3_2 | 2 |
| clkbuf_8 | 3 |
| clkdlybuf4s50_1 | 9 |
| dfxtp_1 | 6 |
| ha_1 | 4 |
| inv_1 | 3 |
| mux4_2 | 3 |
| nand2_1 | 5 |
| nand2b_1 | 2 |
| nand3_1 | 3 |
| nand4_1 | 3 |
| nor2_1 | 9 |
| o21ai_0 | 4 |
-- worst max path at each step --
stage	from	endpoint	slack (ns)	depth (start not counted)
finish	BusReq[1]	grant_pointer[1]$_SDFFE_PP0P_	3.43	8
global route	BusReq[1]	grant_pointer[0]$_SDFFE_PP0P_	3.33	8
CTS	BusReq[1]	grant_pointer[1]$_SDFFE_PP0P_	3.48	8
-- per-stage QoR --
step | area (um2) | utilization | total power (W)
after floorplan | 763 | - | 0.000275
after global placement | 890 | 0.224 | 0.000343
after detailed placement | 890 | 0.224 | 0.000342
after CTS | 931 | 0.234 | 0.000391
after global routing | 931 | 0.234 | 0.000422
final | 931 | 0.234 | 0.000392
-- layer usage --
| metal | up-vias | share of wire |
|---|---|---|
| li1 | 378 | - |
| met1 | 398 | 0.42 |
| met2 | 16 | 0.54 |
| met3 | 2 | 0.030 |
| met4 | 0 | 0.0042 |
| met5 | - | 0 |
-- worst reg2reg max path, cell delays in order (launching register included) --
cell and delay (ns):
dfxtp_1 0.49, inv_1 0.14, ha_1 0.35, mux4_2 0.41, a32o_1 0.34, nor4_4 0.36, a41oi_2 0.20, a32o_1 0.28
No activity file was given, so power comes from the tool's default toggle rates.
